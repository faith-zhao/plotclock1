<file path="flow/design.v">
module ds1302(
	input           rst,
	input           clk,
	output          ds1302_ce,
	output          ds1302_sclk,
	inout           ds1302_io,
	input           write_time_req,
	output          write_time_ack,
	input[7:0]      write_second,
	input[7:0]      write_minute,
	input[7:0]      write_hour,
	input[7:0]      write_date,
	input[7:0]      write_month,
	input[7:0]      write_week,
	input[7:0]      write_year,
	input           read_time_req,
	output          read_time_ack,
	output reg[7:0] read_second,
	output reg[7:0] read_minute,
	output reg[7:0] read_hour,
	output reg[7:0] read_date,
	output reg[7:0] read_month,
	output reg[7:0] read_week,
	output reg[7:0] read_year
);
localparam S_IDLE         =  0;
localparam S_WR_WP        =  1;
localparam S_WR_SEC       =  2;
localparam S_WR_MIN       =  3;
localparam S_WR_HOUR      =  4;
localparam S_WR_MON       =  5;
localparam S_WR_WEEK      =  6;
localparam S_WR_YEAR      =  7;
localparam S_RD_SEC       =  8;
localparam S_RD_MIN       =  9;
localparam S_RD_HOUR      = 10;
localparam S_RD_MON       = 11;
localparam S_RD_WEEK      = 12;
localparam S_RD_YEAR      = 13;
localparam S_RD_DATE      = 15;
localparam S_ACK          = 14;
localparam S_WR_DATE      = 16;
reg[4:0] state, next_state;
reg[7:0] read_addr;
reg[7:0] write_addr;
reg[7:0] write_data;
wire[7:0] read_data;
reg cmd_write;
reg cmd_read;
wire cmd_read_ack;
wire cmd_write_ack;
assign write_time_ack = (state == S_ACK);
assign read_time_ack = (state == S_ACK);
always@(posedge clk or posedge rst)
begin
	if(rst)
		cmd_write <= 1'b0;
	else if(cmd_write_ack)
		cmd_write <= 1'b0;
	else
		case(state)
			S_WR_WP,
			S_WR_SEC,
			S_WR_MIN,
			S_WR_HOUR,
			S_WR_DATE,
			S_WR_MON,
			S_WR_WEEK,
			S_WR_YEAR:
			cmd_write <= 1'b1;
		endcase
end
always@(posedge clk or posedge rst)
begin
	if(rst)
		cmd_read <= 1'b0;
	else if(cmd_read_ack)
		cmd_read <= 1'b0;
	else
		case(state)
			S_RD_SEC,
			S_RD_MIN,
			S_RD_HOUR,
			S_RD_DATE,
			S_RD_MON,
			S_RD_WEEK,
			S_RD_YEAR:
				cmd_read <= 1'b1;
		endcase
end
always@(posedge clk or posedge rst)
begin
	if(rst)
		read_second <= 8'h00;
	else if(state == S_RD_SEC && cmd_read_ack)
		read_second <= read_data;
end
always@(posedge clk or posedge rst)
begin
	if(rst)
		read_minute <= 8'h00;
	else if(state == S_RD_MIN && cmd_read_ack)
		read_minute <= read_data;
end
always@(posedge clk or posedge rst)
begin
	if(rst)
		read_hour <= 8'h00;
	else if(state == S_RD_HOUR && cmd_read_ack)
		read_hour <= read_data;
end
always@(posedge clk or posedge rst)
begin
	if(rst)
		read_date <= 8'h00;
	else if(state == S_RD_DATE && cmd_read_ack)
		read_date <= read_data;
end
always@(posedge clk or posedge rst)
begin
	if(rst)
		read_month <= 8'h00;
	else if(state == S_RD_MON && cmd_read_ack)
		read_month <= read_data;
end
always@(posedge clk or posedge rst)
begin
	if(rst)
		read_week <= 8'h00;
	else if(state == S_RD_WEEK && cmd_read_ack)
		read_week <= read_data;
end
always@(posedge clk or posedge rst)
begin
	if(rst)
		read_year <= 8'h00;
	else if(state == S_RD_YEAR && cmd_read_ack)
		read_year <= read_data;
end
always@(posedge clk or posedge rst)
begin
	if(rst)
		read_addr <= 8'h00;
	else
		case(state)
				S_RD_SEC:
					read_addr <= 8'h81;
				S_RD_MIN:
					read_addr <= 8'h83;
				S_RD_HOUR:
					read_addr <= 8'h85;
				S_RD_DATE:
					read_addr <= 8'h87;
				S_RD_MON:
					read_addr <= 8'h89;
				S_RD_WEEK:
					read_addr <= 8'h8b;
				S_RD_YEAR:
					read_addr <= 8'h8d;
			default:
				read_addr <= read_addr;
		endcase
end
always@(posedge clk or posedge rst)
begin
	if(rst)
		begin
			write_addr <= 8'h00;
			write_data <= 8'h00;
		end
	else
		case(state)
			S_WR_WP:
				begin
					write_addr <= 8'h8e;
					write_data <= 8'h00;
				end
			S_WR_SEC:
				begin
					write_addr <= 8'h80;
					write_data <= write_second;
				end
			S_WR_MIN:
				begin
					write_addr <= 8'h82;
					write_data <= write_minute;
				end
			S_WR_HOUR:
				begin
					write_addr <= 8'h84;
					write_data <= write_hour;
				end
			S_WR_DATE:
				begin
					write_addr <= 8'h86;
					write_data <= write_date;
				end
			S_WR_MON:
				begin
					write_addr <= 8'h88;
					write_data <= write_month;
				end
			S_WR_WEEK:
				begin
					write_addr <= 8'h8a;
					write_data <= write_week;
				end
			S_WR_YEAR:
				begin
					write_addr <= 8'h8c;
					write_data <= write_year;
				end
			default:
				begin
					write_addr <= 8'h00;
					write_data <= 8'h00;
				end
		endcase
end
always@(posedge clk or posedge rst)
begin
	if(rst)
		state <= S_IDLE;
	else
		state <= next_state;
end
always@(*)
begin
	case(state)
		S_IDLE:
			if(write_time_req)
				next_state <= S_WR_WP;
			else if(read_time_req) 
				next_state <= S_RD_SEC;
			else
				next_state <= S_IDLE;
		S_WR_WP:
			if(cmd_write_ack)
				next_state <= S_WR_SEC;
			else
				next_state <= S_WR_WP;
		S_WR_SEC:
			if(cmd_write_ack)
				next_state <= S_WR_MIN;
			else
				next_state <= S_WR_SEC;
		S_WR_MIN:
			if(cmd_write_ack)
				next_state <= S_WR_HOUR;
			else
				next_state <= S_WR_MIN;
		S_WR_HOUR:
			if(cmd_write_ack)
				next_state <= S_WR_DATE;
			else
				next_state <= S_WR_HOUR;
		S_WR_DATE:
			if(cmd_write_ack)
				next_state <= S_WR_MON;
			else
				next_state <= S_WR_DATE;
		S_WR_MON:
			if(cmd_write_ack)
				next_state <= S_WR_WEEK;
			else
				next_state <= S_WR_MON;
		S_WR_WEEK:
			if(cmd_write_ack)
				next_state <= S_WR_YEAR;
			else
				next_state <= S_WR_WEEK;
		S_WR_YEAR:
			if(cmd_write_ack)
				next_state <= S_ACK;
			else
				next_state <= S_WR_YEAR;
		S_RD_SEC:
			if(cmd_read_ack)
				next_state <= S_RD_MIN;
			else
				next_state <= S_RD_SEC;
		S_RD_MIN:
			if(cmd_read_ack)
				next_state <= S_RD_HOUR;
			else
				next_state <= S_RD_MIN;
		S_RD_HOUR:
			if(cmd_read_ack)
				next_state <= S_RD_DATE;
			else
				next_state <= S_RD_HOUR;
		S_RD_DATE:
			if(cmd_read_ack)
				next_state <= S_RD_MON;
			else
				next_state <= S_RD_DATE;
		S_RD_MON:
			if(cmd_read_ack)
				next_state <= S_RD_WEEK;
			else
				next_state <= S_RD_MON;
		S_RD_WEEK:
			if(cmd_read_ack)
				next_state <= S_RD_YEAR;
			else
				next_state <= S_RD_WEEK;
		S_RD_YEAR:
			if(cmd_read_ack)
				next_state <= S_ACK;
			else
				next_state <= S_RD_YEAR;
		S_ACK:
			next_state <= S_IDLE;
		default:
			next_state <= S_IDLE;
	endcase
end
ds1302_io ds1302_io_m0(
	.clk(clk),
	.rst(rst),
	.ds1302_ce(ds1302_ce),
	.ds1302_sclk(ds1302_sclk),
	.ds1302_io(ds1302_io),
	.cmd_read(cmd_read),
	.cmd_write(cmd_write),
	.cmd_read_ack(cmd_read_ack),
	.cmd_write_ack(cmd_write_ack),
	.read_addr(read_addr),
	.write_addr(write_addr),
	.read_data(read_data),
	.write_data(write_data)
);
endmodule
module ds1302_io(
	input           clk,
	input           rst,
	output          ds1302_ce,
	output          ds1302_sclk,
	inout           ds1302_io,
	input           cmd_read,
	input           cmd_write,
	output          cmd_read_ack,
	output          cmd_write_ack,
	input[7:0]      read_addr,
	input[7:0]      write_addr,
	output reg[7:0] read_data,
	input[7:0]      write_data
);
localparam S_IDLE         =  0;
localparam S_CE_HIGH      =  1;
localparam S_READ         =  2;
localparam S_READ_ADDR    =  3;
localparam S_READ_DATA    =  4;
localparam S_WRITE        =  5;
localparam S_WRITE_ADDR   =  6;
localparam S_WRITE_DATA   =  7;
localparam S_CE_LOW       =  8;
localparam S_ACK          =  9;
reg[3:0] state, next_state;
reg[19:0] delay_cnt;
reg wr_req;
wire wr_ack;
reg wr_ack_d0;
reg CS_reg;
wire DCLK;
wire MOSI;
wire MISO;
reg[7:0] send_data;
wire[7:0] data_rec;
reg ds1302_io_dir;
assign ds1302_io = ~ds1302_io_dir ? MOSI : 1'bz;
assign MISO = ds1302_io;
assign ds1302_sclk = DCLK;
assign cmd_read_ack = (state == S_ACK);
assign cmd_write_ack = (state == S_ACK);
always@(posedge clk or posedge rst)
begin
	if(rst)
		state <= S_IDLE;
	else
		state <= next_state;
end
always@(*)
begin
	case(state)
		S_IDLE:
			if(cmd_read || cmd_write)
				next_state <= S_CE_HIGH;
			else
				next_state <= S_IDLE;
		S_CE_HIGH:
			if(delay_cnt == 20'd255)
				next_state <= cmd_read ? S_READ : S_WRITE;
			else
				next_state <= S_CE_HIGH;
		S_READ:
			next_state <= S_READ_ADDR;
		S_READ_ADDR:
			if(wr_ack)
				next_state <= S_READ_DATA;
			else
				next_state <= S_READ_ADDR;
		S_READ_DATA:
			if(wr_ack)
				next_state <= S_ACK;
			else
				next_state <= S_READ_DATA;
		S_WRITE:
			next_state <= S_WRITE_ADDR;
		S_WRITE_ADDR:
			if(wr_ack)
				next_state <= S_WRITE_DATA;
			else
				next_state <= S_WRITE_ADDR;
		S_WRITE_DATA:
			if(wr_ack)
				next_state <= S_ACK;
			else
				next_state <= S_WRITE_DATA;
		S_ACK:
			next_state <= S_CE_LOW;
		S_CE_LOW:
			if(delay_cnt == 20'd255)
				next_state <= S_IDLE;
			else
				next_state <= S_CE_LOW;
		default:next_state <= S_IDLE;
	endcase
end
always@(posedge clk or posedge rst)
begin
	if(rst)
		delay_cnt <= 20'd0;
	else if(state == S_CE_HIGH || state == S_CE_LOW)
		delay_cnt <= delay_cnt + 20'd1;
	else
		delay_cnt <= 20'd0;
end
always@(posedge clk or posedge rst)
begin
	if(rst)
		wr_req <= 1'b0;
	else if(wr_ack)
		wr_req <= 1'b0;
	else if(state == S_READ_ADDR || state == S_READ_DATA || state == S_WRITE_ADDR || state == S_WRITE_DATA)
		wr_req <= 1'b1;
end
always@(posedge clk or posedge rst)
begin
	if(rst)
		ds1302_io_dir <= 1'b0;
	else
		ds1302_io_dir <= (state == S_READ_DATA);
end
always@(posedge clk or posedge rst)
begin
	if(rst)
		CS_reg <= 1'b0;
	else if(state == S_CE_HIGH)
		CS_reg <= 1'b1;
	else if(state == S_CE_LOW)
		CS_reg <= 1'b0;
end
always@(posedge clk or posedge rst)
begin
	if(rst)
		read_data <= 8'h00;
	else if(state == S_READ_DATA && wr_ack)
		read_data <= {data_rec[0],data_rec[1],data_rec[2],data_rec[3],data_rec[4],data_rec[5],data_rec[6],data_rec[7]};
end
always@(posedge clk or posedge rst)
begin
	if(rst)
		send_data <= 8'h00;
	else if(state == S_READ_ADDR)
		send_data <= {1'b1,read_addr[1],read_addr[2],read_addr[3],read_addr[4],read_addr[5],read_addr[6],1'b1};
	else if(state == S_WRITE_ADDR)
		send_data <= {1'b0,write_addr[1],write_addr[2],write_addr[3],write_addr[4],write_addr[5],write_addr[6],1'b1};
	else if(state == S_WRITE_DATA)
		send_data <= {write_data[0],write_data[1],write_data[2],write_data[3],write_data[4],write_data[5],write_data[6],write_data[7]};
end
spi_master spi_master_m0(
	.sys_clk(clk),
	.rst(rst),
	.nCS(ds1302_ce),
	.DCLK(DCLK),
	.MOSI(MOSI),
	.MISO(MISO),
	.CPOL(1'b0),
	.CPHA(1'b0),
	.nCS_ctrl(CS_reg),
	.clk_div(16'd50),
	.wr_req(wr_req),
	.wr_ack(wr_ack),
	.data_in(send_data),
	.data_out(data_rec)
);
endmodule
module spi_master
(
	input                       sys_clk,	
	input                       rst,
	output                      nCS,       
	output                      DCLK,      
	output                      MOSI,      
	input                       MISO,      
	input                       CPOL,
	input                       CPHA,
	input                       nCS_ctrl,
	input[15:0]                 clk_div,
	input                       wr_req,
	output                      wr_ack,
	input[7:0]                  data_in,
	output[7:0]                 data_out
);
localparam                   IDLE            = 0;
localparam                   DCLK_EDGE       = 1;
localparam                   DCLK_IDLE       = 2;
localparam                   ACK             = 3;
localparam                   LAST_HALF_CYCLE = 4;
localparam                   ACK_WAIT        = 5;
reg                          DCLK_reg;
reg[7:0]                     MOSI_shift;
reg[7:0]                     MISO_shift;
reg[2:0]                     state;
reg[2:0]                     next_state;
reg [15:0]                   clk_cnt;
reg[4:0]                     clk_edge_cnt;
assign MOSI = MOSI_shift[7];
assign DCLK = DCLK_reg;
assign data_out = MISO_shift;
assign wr_ack = (state == ACK);
assign nCS = nCS_ctrl;
always@(posedge sys_clk or posedge rst)
begin
	if(rst)
		state <= IDLE;
	else
		state <= next_state;
end
always@(*)
begin
	case(state)
		IDLE:
			if(wr_req == 1'b1)
				next_state <= DCLK_IDLE;
			else
				next_state <= IDLE;
		DCLK_IDLE:
			if(clk_cnt == clk_div)
				next_state <= DCLK_EDGE;
			else
				next_state <= DCLK_IDLE;
		DCLK_EDGE:
			if(clk_edge_cnt == 5'd15)
				next_state <= LAST_HALF_CYCLE;
			else
				next_state <= DCLK_IDLE;	
		LAST_HALF_CYCLE:
			if(clk_cnt == clk_div)
				next_state <= ACK;
			else
				next_state <= LAST_HALF_CYCLE; 	
		ACK:
			next_state <= ACK_WAIT;
		ACK_WAIT:
			next_state <= IDLE;
		default:
			next_state <= IDLE;
	endcase
end
always@(posedge sys_clk or posedge rst)
begin
	if(rst)
		DCLK_reg <= 1'b0;
	else if(state == IDLE)
		DCLK_reg <= CPOL;
	else if(state == DCLK_EDGE)
		DCLK_reg <= ~DCLK_reg;
end
always@(posedge sys_clk or posedge rst)
begin
	if(rst)
		clk_cnt <= 16'd0;
	else if(state == DCLK_IDLE || state == LAST_HALF_CYCLE) 
		clk_cnt <= clk_cnt + 16'd1;
	else
		clk_cnt <= 16'd0;
end
always@(posedge sys_clk or posedge rst)
begin
	if(rst)
		clk_edge_cnt <= 5'd0;
	else if(state == DCLK_EDGE)
		clk_edge_cnt <= clk_edge_cnt + 5'd1;
	else if(state == IDLE)
		clk_edge_cnt <= 5'd0;
end
always@(posedge sys_clk or posedge rst)
begin
	if(rst)
		MOSI_shift <= 8'd0;
	else if(state == IDLE && wr_req)
		MOSI_shift <= data_in;
	else if(state == DCLK_EDGE)
		if(CPHA == 1'b0 && clk_edge_cnt[0] == 1'b1)
			MOSI_shift <= {MOSI_shift[6:0],MOSI_shift[7]};
		else if(CPHA == 1'b1 && (clk_edge_cnt != 5'd0 && clk_edge_cnt[0] == 1'b0))
			MOSI_shift <= {MOSI_shift[6:0],MOSI_shift[7]};
end
always@(posedge sys_clk or posedge rst)
begin
	if(rst)
		MISO_shift <= 8'd0;
	else if(state == IDLE && wr_req)
		MISO_shift <= 8'h00;
	else if(state == DCLK_EDGE)
		if(CPHA == 1'b0 && clk_edge_cnt[0] == 1'b0)
			MISO_shift <= {MISO_shift[6:0],MISO};
		else if(CPHA == 1'b1 && (clk_edge_cnt[0] == 1'b1))
			MISO_shift <= {MISO_shift[6:0],MISO};
end
endmodule 
</file>
<file path="flow/run.sh">
#!/bin/bash
# OpenROAD 26Q1-2900-gdf79404cd8, Yosys 0.63+post, stock flow scripts
make -C /OpenROAD-flow-scripts/flow DESIGN_CONFIG=/design/flow/config.mk WORK_HOME=/design/flow/orfs finish
</file>
<file path="flow/config.mk">
export PLATFORM = sky130hd
export DESIGN_NAME = ds1302
export DESIGN_NICKNAME = ds1302
export VERILOG_FILES = /design/flow/design.v
export SDC_FILE = /design/flow/constraint.sdc
export NUM_CORES = 4
export LEC_CHECK = 1
export CORE_UTILIZATION = 30
</file>
<file path="flow/constraint.sdc">
current_design ds1302

set clk_period 2.8
set clk_io_pct 0.2

create_clock -name clk0 -period $clk_period [get_ports {clk}]

set non_clock_inputs [all_inputs -no_clocks]
set_input_delay [expr $clk_period * $clk_io_pct] -clock clk0 $non_clock_inputs
set_output_delay [expr $clk_period * $clk_io_pct] -clock clk0 [all_outputs]
</file>
==> flow_summary.yaml <==
# flow metrics
run_status:
  status: "stopped before the end"
  haltStage: "clock tree synthesis"
  stop_error: "[error] [KeplerFormal.cpp:679] Workflow failed: Iso has multiple drivers: .ds1302_io0, ds1302_io$_DFFE_PP0P_.Q0"
place:
  gp_congestion: 0.800
  place_area_um2: 9070
  dp_slack_ns: 0.930
  hpwl_mm: 10.7
  portBuffers: 119
synth:
  synth-seq-cells: 181
  edf_count: 0
  syn_inst: 625
  postSynth.asyncResetShare_pct: 100
  common_cells: "dfrtp_1 (178), mux2_2 (73), nand2_1 (51)"
  yosysTopAreaCell: "dfrtp_1"
  syn_area_um2: 7480
  ff_type: "dfrtp_1"
  synth_area_per_cell_um2: 12.0
  yosys_warnings: 4
  yosys.area.top_type_share_pct: 59.6
  synth_top_cell_by_count: "dfrtp_1"
  synth_cell_types: 42
  ys_cells: 625
  yosys-stat-area_um2: 7480
  postSynthSeqShare_pct: 60.6
  top_cells_by_area: "dfrtp_1 (60%), mux2_2 (11%), xnor2_1 (2.7%)"
clock_network:
  cts_buffers: 17
  clock_path_buffers: 2
  cts-root-buf: "clkbuf_16"
  post_cts_resized: 0
  cts_setup_buffers: 0
  ctsHoldBuffers: 0
  htreeDepth: 4
  clock-sinks: 181
floorplan:
  rows: 57
  fp-utilization_pct: 30.7
  die_w_um: 160
  io_pins: 121
  die_h_um: 160
[through the flow]
stage	total power [mW]	std cells	hold slack (ns)	utilization (%)
floorplan	2.70	625	0.404	-
detailed placement	2.81	1050	0.414	37.2
global placement	2.81	1050	0.411	37.2
[kinds of logic after synthesis]
group,share of synthesized area (%)
buf+inv,2.71
simple gates,11.6
mux,13.3
fa+ha+maj,0.836
compound gates,7.78
xor+xnor,3.16
flops,60.6
Power and IR drop assume default switching activity.
