### ./config.mk
export PLATFORM = sky130hd
export DESIGN_NAME = seg_bcd
export DESIGN_NICKNAME = seg_bcd
export VERILOG_FILES = /design/flow/design.v
export SDC_FILE = /design/flow/constraint.sdc
export NUM_CORES = 4
export LEC_CHECK = 1
export CORE_UTILIZATION = 50
### ./constraint.sdc
current_design seg_bcd

set clk_period 2.4
set clk_io_pct 0.2

create_clock -name clk0 -period $clk_period [get_ports {clk}]

set non_clock_inputs [all_inputs -no_clocks]
set_input_delay [expr $clk_period * $clk_io_pct] -clock clk0 $non_clock_inputs
set_output_delay [expr $clk_period * $clk_io_pct] -clock clk0 [all_outputs]
### ./design.v
module seg_bcd(
	input clk,
	input rst_n,
	output[7:0] seg_sel,
	output[7:0] seg_data,
	output[7:0] seg_datatwo,
	input [23:0]seg_bcd
);
wire[6:0] seg7_data_0;
seg_decoder seg_decoder_m0(
	.bin_data(seg_bcd[23:20]),
	.seg_data(seg7_data_0)
);
wire[6:0] seg7_data_1;
seg_decoder seg_decoder_m1(
	.bin_data(seg_bcd[19:16]),
	.seg_data(seg7_data_1)
);
wire[6:0] seg7_data_2;
seg_decoder seg_decoder_m2(
	.bin_data(seg_bcd[15:12]),
	.seg_data(seg7_data_2)
);
wire[6:0] seg7_data_3;
seg_decoder seg_decoder_m3(
	.bin_data(seg_bcd[11:8]),
	.seg_data(seg7_data_3)
);
wire[6:0] seg7_data_4;
seg_decoder seg_decoder_m4(
	.bin_data(seg_bcd[7:4]),
	.seg_data(seg7_data_4)
);
wire[6:0] seg7_data_5;
seg_decoder seg_decoder_m5(
	.bin_data(seg_bcd[3:0]),
	.seg_data(seg7_data_5)
);
wire[7:0] seg_data_0;
wire[7:0] seg_data_1;
wire[7:0] seg_data_2;
wire[7:0] seg_data_3;
wire[7:0] seg_data_4;
wire[7:0] seg_data_5;
assign seg_data_0 = {1'b0,seg7_data_0};
assign seg_data_1 = {1'b1,seg7_data_1};
assign seg_data_2 = {1'b0,seg7_data_2};
assign seg_data_3 = {1'b1,seg7_data_3};
assign seg_data_4 = {1'b0,seg7_data_4};
assign seg_data_5 = {1'b0,seg7_data_5};
seg_scan seg_scan_m0(
	.clk(clk),
	.rst_n(rst_n),
	.seg_sel(seg_sel),
	.seg_data(seg_data),
	.seg_datatwo(seg_datatwo),
	.seg_data_0(seg_data_0),
	.seg_data_1(seg_data_1),
	.seg_data_2(seg_data_2),
	.seg_data_3(seg_data_3),
	.seg_data_4(seg_data_4),
	.seg_data_5(seg_data_5)
);
endmodule 
module seg_decoder
(
	input[3:0]      bin_data,     
	output reg[6:0] seg_data      
);
always@(*)
begin
	case(bin_data)
          4'd0:seg_data <= 7'b011_1111;
          4'd1:seg_data <= 7'b000_0110;
          4'd2:seg_data <= 7'b101_1011;
          4'd3:seg_data <= 7'b100_1111;
          4'd4:seg_data <= 7'b110_0110;
          4'd5:seg_data <= 7'b110_1101;
          4'd6:seg_data <= 7'b111_1101;
          4'd7:seg_data <= 7'b000_0111;
          4'd8:seg_data <= 7'b111_1111;
          4'd9:seg_data <= 7'b110_1111;
        default:seg_data <= 7'b000_0000;
	endcase
end
endmodule
module seg_scan(
	input           clk,
	input           rst_n,
	output reg[7:0] seg_sel,      
	output reg[7:0] seg_data,     
	output reg[7:0] seg_datatwo,
	input[7:0]      seg_data_0,
	input[7:0]      seg_data_1,
	input[7:0]      seg_data_2,
	input[7:0]      seg_data_3,
	input[7:0]      seg_data_4,
	input[7:0]      seg_data_5
);
parameter SCAN_FREQ = 200;     
parameter CLK_FREQ = 100000000; 
parameter SCAN_COUNT = CLK_FREQ /(SCAN_FREQ * 6) - 1;
reg[31:0] scan_timer;  
reg[31:0] scan_timertwo;
reg[3:0] scan_sel;     
reg[3:0] scan_seltwo;
always@(posedge clk or negedge rst_n)
begin
	if(rst_n == 1'b0)
	begin
		scan_timer <= 32'd0;
		scan_sel <= 4'd0;
	end
	else if(scan_timer >= SCAN_COUNT)
	begin
		scan_timer <= 32'd0;
		if(scan_sel == 4'd3)
			scan_sel <= 4'd0;
		else
			scan_sel <= scan_sel + 4'd1;
	end
	else
		begin
			scan_timer <= scan_timer + 32'd1;
		end
end
always@(posedge clk or negedge rst_n)
begin
	if(rst_n == 1'b0)
	begin
		seg_sel <= 6'b000000;
		seg_data <= 8'hff;
	end
	else
	begin
		case(scan_sel)
			4'd0:
			begin
				seg_sel[3:0] <= 4'b0001;
				seg_data <= seg_data_0;
			end
			4'd1:
			begin
				seg_sel[3:0] <= 4'b0010;
				seg_data <= seg_data_1;
			end
			4'd2:
			begin
				seg_sel[3:0] <= 4'b0100;
				seg_data <= seg_data_2;
			end
			4'd3:
			begin
				seg_sel[3:0] <= 4'b1000;
				seg_data <= seg_data_3;
			end
			default:
			begin
				seg_sel[3:0] <= 4'b0000;
				seg_data <= 8'hff;
			end
		endcase
		case(scan_seltwo)
            4'd0:
            begin
                seg_sel[7:4] <= 4'b0001;
                seg_datatwo <= seg_data_4;
            end
            4'd1:
            begin
                seg_sel[7:4] <= 4'b0010;
                seg_datatwo <= seg_data_5;
            end
            4'd2:
            begin
                seg_sel[7:4] <= 4'b0100;
                seg_datatwo <= 0;
            end
            4'd3:
            begin
                seg_sel[7:4] <= 4'b1000;
                seg_datatwo <= 0;
            end
			default:
            begin
                seg_sel[7:4] <= 4'b0000;
                seg_datatwo <= 8'hff;
            end	
            endcase
    end
end
always@(posedge clk or negedge rst_n)
begin
	if(rst_n == 1'b0)
	begin
		scan_timertwo <= 32'd0;
		scan_seltwo <= 4'd0;
	end
	else if(scan_timertwo >= SCAN_COUNT)
	begin
		scan_timertwo <= 32'd0;
		if(scan_seltwo == 4'd3)
			scan_seltwo <= 4'd0;
		else
			scan_seltwo <= scan_seltwo + 4'd1;
	end
	else
		begin
			scan_timertwo <= scan_timertwo + 32'd1;
		end
end
endmodule
### ./run.sh
#!/bin/bash
# OpenROAD 26Q1-2900-gdf79404cd8, Yosys 0.63+post, stock flow scripts
make -C /OpenROAD-flow-scripts/flow DESIGN_CONFIG=/design/flow/config.mk WORK_HOME=/design/flow/orfs finish
==> run notes <==
The run finished with clean final reports. The detailed router's first-iteration violation count came out at 100. The cell count after placement came out at 706.

Power spread over the standard cell area amounts to 490 nW/um^2. The smallest clock period supported by the final layout is computed as 2090 ps. The fraction of the mapped netlist area in adder cells is 0.103.

The worst stage delay on the critical path came out at 550 ps. The type of element launching the critical path was a flop. In the final report, the number of pins over their slew limit comes to 0.

The fraction of final layout cells sized beyond drive strength 1 works out to 0.0815. For the largest net degree at the start of global routing, the log shows 65. Logic depth along the worst register-to-register path is recorded as 5. The overall die size recorded for this design is 10600 sq um. The run gives 0.189 as the overall fraction of global-route tracks in use.

The proportion of netlist area held by the largest area contributor came out at 0.394. CTS saw 96 sinks. Per the run report, area growth between synthesis and finish was 19.0%. The clock group share of total power came out at 0.336.

The run gives 0 as the post-CTS repair timing setup buffer count. The via density per instance was 5.04. The deepest clock path buffer count is 2, and the share of the clock period used by the worst path after layout is 0.870.

Area of the core: 9820 sq um. After technology mapping, the gate count stands at 499. On the worst setup and hold paths after CTS, the clock-pin slew comes to 100 ps. The horizontal die dimension reported for this design is 103 microns. The run gives 0 for the post-cts hold buffer count. By count the netlist is led by 80 x dfrtp_1, 43 x inv_1, 42 x ha_1, 42 x nor2_1, 35 x o21ai_0. The count of library flops with an enable pin works out to 8. The placed instances occupy a cell area of 5870 sq um. Kind of end point of the critical path: a flop. The fraction of power consumed by combinational cells came out at 0.091. Yosys reports a chip area of 5080 sq um. For this run the detailed placement stage logged an HPWL of 6480 microns. Summed over all layers, the global routing overflow is 0.

The slowest stage of the critical path belongs to the cell or4_4. In the post-route report, total wirelength is listed as 8980 microns. Number of detailed-routing iterations run before antenna repair: 4. The initial core utilization came out at 0.518.

Grouping non-sequential cells by family puts the most area in simple AND/OR/NAND/NOR gates. Gates resized during post-CTS repair numbered 0. The run gives 55 for the post-synthesis cell type count.

Max-cap violations in this run came to 0. After routing the design area is 6050 sq um. Per the detail_route report, the via count comes to 3642. The logs give 0.482 for the fraction of the yosys area taken by sequential cells and 2 for the number of warnings issued by yosys. The type recorded for the worst min-delay path is in -> async. The number of buffer and inverter stages on the critical path is 1.

Slew at the pin closest to its max-slew limit: 603 ps. The critical path goes through or4_4 -> or3_4 -> o211ai_4 -> buf_4 -> o2bb2ai_1. With the final core utilization at 0.616, the non-filler instance count after layout is 722. Cell type with the largest total area: dfrtp_1. The chip height was 103 microns. With the timing-limited maximum frequency at 479 MHz, the via count of the first global-routing pass is 3243.

A synthesized cell averages 10.2 sq um. The first global-routing pass estimated 15200 microns of wire. The proportion of synthesized flip-flops having asynchronous set or reset was 0.917.

The worst slew slack as a fraction of its limit was 0.596. Switching part of the total: 0.252. The internal power contribution is 0.00222 W, and the AND-OR/OR-AND share of the synthesized area is 0.116.

The main area contributors are dfrtp_1 39%, ha_1 10%, edfxtp_1 4.7%. In this run the core area contains 36 standard-cell rows. The tools report the standby leakage power as 2.61 nW. By startpoint and endpoint, the worst setup path is classified as reg -> reg.

Summing every instance area after synthesis gives 5080 sq um. The run gives 50 as the count of pins on the block boundary. The biggest fanout along the worst timing path is 11. After layout, the setup clock skew is reported as 11.6 ps.

Number of antenna-violating nets in the routed design: 0. Per the detail_route report, routed wire per instance is 12.4 microns. Port buffering added 49 buffers.

The run gives 0 for the number of antenna violations at the first check in global routing. Broken down by cell family, the worst path's largest delay share belongs to simple AND/OR/NAND/NOR gates. The clock latency reported for the late side of the worst-skew pair came out at 360 ps.

Setup repair after global routing left no endpoint under its margin. The data required time reported for the critical path is 2690 ps. Per the power-grid run, VDD falls by no more than 0.000358 V.

The tree is rooted in a clkbuf_8. TritonCTS built the clock tree. The repair_antennas step left the layout with diodes totalling 0. The final timing report lists a hold violation count of 0.

The commonest register cell is dfrtp_1. The mux contribution to synthesized area is 0.0224. The routed layout reports a DRC error count of 0.

The number of setup violations in the final report was 0; the simple-gate share of the synthesized area was 0.181. The number of warnings the tools reported came out at 60. The depth of the critical timing path with buffers and inverters included works out to 5. The synthesized design contains 96 register bits. The clock H-tree reported by CTS has 3 levels. At the worst endpoint, the arrival time is 2370 ps. Yosys stat counts 499 cells in the synthesized netlist. The net switching power figure is 0.000747 W, and the placer's final routability congestion estimate is 0.873. Looking at the gate-level netlist, the highest instance count belongs to dfrtp_1.

The xor/xnor share of the synthesized area came out at 0.0500. The logs give 9 for the total CTS buffers and 0.574 for the part of the power in registers. The final total negative setup slack came out at 0 ps.
worst reg2reg max path: stages (launching register included):
cell and delay [ps]:
dfrtp_1 430, or4_4 550, or3_4 430, o211ai_4 250, buf_4 230, o2bb2ai_1 120
worst paths after layout:
| check | start | end | slack (ps) |
|---|---|---|---|
| max | seg_scan_m0.scan_timertwo[15] | seg_scan_m0.scan_seltwo[3] | 310 |
| max in group asynchronous | rst_n | seg_scan_m0.seg_data[4] | 1650 |
| min reg2reg | seg_scan_m0.scan_timer[0] | seg_scan_m0.scan_timer[0] | 510 |
| min in group clk0 | seg_scan_m0.scan_timer[0] | seg_scan_m0.scan_timer[0] | 510 |
| max reg2reg | seg_scan_m0.scan_timertwo[15] | seg_scan_m0.scan_seltwo[3] | 310 |
| min | rst_n | seg_scan_m0.seg_sel[0] | 60 |
area by class of cell:
| class | instances | area, sq um |
|---|---|---|
| Sequential cell | 96 | 2450 |
| Clock inverter | 7 | 58.8 |
| Inverter | 43 | 161 |
| Timing Repair Buffer | 59 | 576 |
| Multi-Input combinational cell | 375 | 2510 |
| Tap cell | 133 | 166 |
| Clock buffer | 9 | 124 |
| Fill cell | 841 | 3770 |
layout by cell type, fill, tap and decap left out, types with 3 or more instances in the layout:
| cell type | instances |
|---|---|
| nand2b_1 | 9 |
| clkbuf_8 | 9 |
| inv_6 | 4 |
| and4_1 | 3 |
| nand3_1 | 21 |
| mux2_2 | 3 |
| a21oi_1 | 19 |
| buf_4 | 10 |
| nor3_1 | 7 |
| a22oi_1 | 4 |
| inv_1 | 43 |
| mux2i_1 | 5 |
| xnor2_1 | 21 |
| o31ai_1 | 6 |
| or2_2 | 3 |
| clkdlybuf4s50_1 | 48 |
| nor2b_1 | 5 |
| conb_1 | 30 |
| dfrtp_1 | 80 |
| and3_1 | 9 |
| or3_1 | 8 |
| nor2_1 | 42 |
| dfstp_2 | 8 |
| o21ai_0 | 35 |
| and2_1 | 11 |
| o22ai_1 | 8 |
| nor4_1 | 14 |
| ha_1 | 42 |
| edfxtp_1 | 8 |
| or4_1 | 3 |
| xor2_1 | 8 |
| nand2_1 | 17 |
| nand4_1 | 12 |
stage by stage:
step                      hold slack (ps)  power (W)  setup slack, ps
after floorplan                       184    0.00185              297
after global placement                456    0.00200              298
after detailed placement              462    0.00201              293
after CTS                            56.7    0.00301              308
after global routing                 67.4    0.00311              184
final                                62.3    0.00296              313
kinds of logic after synthesis:
family | Yosys count
flip-flops | 96
other | 1
XOR/XNOR | 29
adder cells (fa/ha/maj) | 42
AND-OR/OR-AND | 93
multiplexers | 10
AND/OR/NAND/NOR | 171
buffers and inverters | 57
metal layers:
metal  vias up  share of wire  global-route usage
met5         -              0                   0
met4         0         0.0069              0.0163
met3         4          0.032              0.0269
met2        41           0.45               0.288
met1      1716           0.52               0.316
li1       1881              -                   -
registers in the layout, summed over array words and instances (netlist names):
| name | flops |
|---|---|
| seg_scan_m0.scan_timer | 32 |
| seg_scan_m0.scan_seltwo | 4 |
| seg_scan_m0.seg_sel | 8 |
| seg_scan_m0.scan_timertwo | 32 |
| seg_scan_m0.seg_data | 8 |
| seg_scan_m0.seg_datatwo | 8 |
| seg_scan_m0.scan_sel | 4 |
power by group through the flow:
stage                 clock network [W]  logic [W]  registers (W)
final                          0.000995   0.000269        0.00170
after global routing            0.00110   0.000310        0.00171
after CTS                       0.00104   0.000274        0.00170
No activity file was given, so power comes from the tool's default toggle rates.
